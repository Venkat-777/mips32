==> flow/design.v <==
`timescale 1ns / 1ps
module data_memory(
    input clk,
    input [31:0] mem_access_addr,
    input [31:0] mem_write_data,
    input mem_write_en,
    input mem_read_en,
    output [31:0] mem_read_data);
    integer i;  
    reg [31:0] ram [255:0];  
    wire [7 : 0] ram_addr = mem_access_addr[9 : 2];  
    initial 
    begin  
        for(i=0;i<256;i=i+1)  
            ram[i] <= 32'd0;  
        end  
    always @(posedge clk) begin  
        if (mem_write_en)  
            ram[ram_addr] <= mem_write_data;  
        end  
      assign mem_read_data = (mem_read_en==1'b1) ? ram[ram_addr]: 32'd0;
endmodule
==> flow/run.sh <==
#!/bin/bash
# OpenROAD 26Q1-2900-gdf79404cd8, Yosys 0.63+post, stock flow scripts
make -C /OpenROAD-flow-scripts/flow DESIGN_CONFIG=/design/flow/config.mk WORK_HOME=/design/flow/orfs finish
==> flow/config.mk <==
export PLATFORM = sky130hd
export DESIGN_NAME = data_memory
export DESIGN_NICKNAME = data_memory
export VERILOG_FILES = /design/flow/design.v
export SDC_FILE = /design/flow/constraint.sdc
export NUM_CORES = 4
export LEC_CHECK = 1
export CORE_UTILIZATION = 50
export SYNTH_MEMORY_MAX_BITS = 65536
==> flow/constraint.sdc <==
current_design data_memory

set clk_period 56.5
set clk_io_pct 0.2

create_clock -name clk0 -period $clk_period [get_ports {clk}]

set non_clock_inputs [all_inputs -no_clocks]
set_input_delay [expr $clk_period * $clk_io_pct] -clock clk0 $non_clock_inputs
set_output_delay [expr $clk_period * $clk_io_pct] -clock clk0 [all_outputs]
==> impl_metrics.tcl <==
# flow metrics
set metrics [dict create \
    core-area_um2 625000 \
    reg_top3 "ram x8192" \
    grt_pass1_wl_um 1240000 \
    cp_top_family "buffers and inverters" \
    antenna_found_initial 49 \
    grt_max_degree 114 \
    yosys_warnings 1 \
    syn_area_um2 314000 \
    cp_slowest_cell "a2111oi_1" \
    top_usage_layer "met2" \
    ys_types 56 \
    grt_use_met1_pct 39.2 \
    netlist_instances 15300 \
    path_class "in -> out" \
    dpl.hpwl_um 509000 \
    gp_congestion 0.901 \
    p_per_area_nw_per_um2 34.9 \
    drive_above_1_share_pct 22.5 \
    crit_arrival_ns 20.27 \
    min_path_type "in -> reg" \
    ys.flop_type "edfxtp_1" \
    warnings 58 \
    min_delay_path_depth 1 \
    drtPass1Iterations 5 \
    rsz0062_at_grt "no" \
    syn_to_final_growth_pct 12.9 \
    cts_tree "built" \
    portBuffers 74 \
    total_leakage_power_nw 112 \
    final-max-slew-violation-count 0 \
    wire_per_inst_um 35.2 \
    slew_headroom_pct 9.41 \
    rows 290 \
    max_stage_delay_ns 0.90 \
    cp_max_fo 70 \
    path_common_cell "buf_4" \
    worstMarginPinSlew_ns 1.32 \
    ctsResizeCount 0 \
    ir_drop_mv 0.0409 \
    run_status "finished, final reports clean" \
    cts_max_level 6 \
    initial_core_util_pct 50.3 \
    setup_viol 0 \
    cts_sinks 8192 \
    ys_area_um2 314000 \
    drcViolationCount 0 \
    critPathBufInv 11 \
    use_met3_pct 27.5 \
    cts_made_buffers 814 \
    seq_area_frac_synth_pct 78.3 \
    final.min_clock_period_ns 31.57 \
    avgSynthCellArea_um2 20.5 \
    fillCellCount 45400 \
    async_flop_share_pct 0 \
    yosysTopAreaCell "edfxtp_1" \
    cts-root-buf "clkbuf_16" \
    num_vias 156000 \
    min-delay-start "mem_write_data[24]" \
    common_cells "edfxtp_1 (8,192), mux2i_1 (1,418), mux4_2 (1,154)" \
    min_period_over_period_pct 55.9 \
    max_freq_ghz 0.0317 \
    clk_pin_slew_ns 0.06 \
    synthTopCellsByArea "edfxtp_1 (78%), mux4_2 (8.3%), mux2i_1 (4.5%)" \
    cp-end-kind "primary output" \
    post_cts_buffers 0 \
    crit_chain "buf_16 -> buf_4 -> buf_4 -> buf_4 -> buf_4 -> buf_4 -> buf_4 -> buf_4 -> buf_4 -> buf_4 -> mux2_2 -> o21ai_0 -> a21oi_1 -> a221oi_1 -> nand4_1 -> a21oi_1 -> a2111oi_1 -> clkdlybuf4s50_1" \
    finalHoldViolations 0 \
    wl_um 885000 \
    track_usage_pct 31.7 \
    yosys_cells 15300 \
    largest_register_ffs 8192 \
    synth_top_area_share_pct 78.3 \
    top_register "ram" \
    antenna_left 0 \
    dp_cells 23600 \
    yosys.cell_count.top_type "edfxtp_1" \
    dieWidth_um 795 \
    cts_max_path_buffers 4 \
    overflow 0 \
    drtIter0Drc 10200 \
    grt_use_met2_pct 42.4 \
    die_height_um 795 \
    numSynthFlops 8192 \
    cp.required_ns 45.20 \
    via_per_inst 6.20 \
    io_pins 99 \
    whs_ns 10.50 \
    total_power_w 0.0124 \
    critPathLaunchType "input port" \
    fin_tns_setup_ns 0 \
    grt_pass1_vias 167000 \
    chipArea_um2 631000 \
    hold-path-endpoint "ram[185][24]" \
    maxCapViolations 0 \
    ctsHoldBuffers 0 \
    fin_cells 25100 \
    edf_count 8192 \
]
==> cell families (layout without fill, tap and decap cells) <==
group                  count (synthesis)  after routing  synth area share (%)
buffers and inverters                927           2398                  1.51
muxes                               2920           2920                  14.0
other                                  0             45                     0
AOI/OAI and AO/OA                   1877           1877                  3.93
and+or+nand+nor                     1387           1387                  2.22
DFF                                 8192           8192                  78.3
==> layout by cell type, fill, tap and decap left out, types with 19 or more instances in the layout <==
| cell | instances |
|---|---|
| edfxtp_1 | 8192 |
| mux2i_1 | 1418 |
| mux4_2 | 1154 |
| buf_4 | 837 |
| clkbuf_16 | 821 |
| o22ai_1 | 416 |
| a21oi_1 | 383 |
| o21ai_0 | 349 |
| mux2_2 | 348 |
| nor2_4 | 254 |
| nor2_1 | 226 |
| clkinv_1 | 225 |
| clkbuf_1 | 209 |
| nor2b_1 | 188 |
| a211oi_1 | 181 |
| nand3_1 | 166 |
| nand2_1 | 156 |
| a2111oi_0 | 141 |
| nand4_1 | 135 |
| a221oi_1 | 126 |
| clkinv_2 | 114 |
| nor4_1 | 82 |
| a22oi_1 | 70 |
| o221ai_1 | 62 |
| diode_2 | 45 |
| and3_1 | 34 |
| nor3_1 | 34 |
| buf_8 | 33 |
| clkdlybuf4s50_1 | 33 |
| a22o_1 | 32 |
| bufinv_16 | 32 |
| or4_1 | 31 |
| o211ai_1 | 31 |
| o32ai_1 | 30 |
| a2111oi_1 | 23 |
| a2111oi_2 | 22 |
| clkinv_16 | 19 |
| buf_12 | 19 |
==> how the worst max path moves through the flow <==
| stage | depth (start not counted) | endpoint | from | slack (ns) |
|---|---|---|---|---|
| 4_1_cts | 19 | mem_read_data[4] | mem_access_addr[3] | 25.01 |
| 5_1_grt | 18 | mem_read_data[24] | mem_access_addr[3] | 24.38 |
| 6_report | 18 | mem_read_data[24] | mem_access_addr[3] | 24.93 |
==> area by class of cell <==
type	count	area [um2]	area share, %
flip-flops and latches	8192	246000	69.3
repair buffers	929	7580	2.14
diodes	45	113	0.0317
clock inverters	436	3530	0.996
inverters	3	18.8	0.00529
multi-input cells	6184	65800	18.5
clock buffers	1030	21300	6.01
well taps	8322	10400	2.94
==> layer usage <==
| metal | up-vias | wire length, um | part of all wire [%] |
|---|---|---|---|
| met2 | 10500 | 396000 | 45 |
| met5 | - | 2630 | 0.30 |
| met1 | 78100 | 265000 | 30 |
| met3 | 1602 | 180000 | 20 |
| met4 | 75 | 41000 | 4.6 |
| li1 | 65700 | - | - |
==> power breakdown <==
group	internal, W	total, W	switching (W)
clock	0.00281	0.00508	0.00226
sequential	0.00670	0.00670	0.00000256
combinational	0.000184	0.000608	0.000424
==> per-stage QoR <==
stage	setup slack (ns)	area [um2]	utilization [%]
2_1_floorplan	31.78	314000	-
3_3_place_gp	25.02	330000	52.8
5_1_grt	24.38	355000	56.8
4_1_cts	25.01	355000	56.8
3_5_place_dp	25.01	330000	52.8
6_report	24.93	355000	56.8
Power is estimated from default activity; no workload was simulated.
