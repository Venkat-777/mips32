===== flow/run.sh =====
#!/bin/bash
# OpenROAD 26Q1-2900-gdf79404cd8, Yosys 0.63+post, stock flow scripts
make -C /OpenROAD-flow-scripts/flow DESIGN_CONFIG=/design/flow/config.mk WORK_HOME=/design/flow/orfs finish

===== flow/config.mk =====
export PLATFORM = sky130hd
export DESIGN_NAME = EX_pipe_stage
export DESIGN_NICKNAME = EX_pipe_stage
export VERILOG_FILES = /design/flow/design.v
export SDC_FILE = /design/flow/constraint.sdc
export NUM_CORES = 4
export LEC_CHECK = 1
export CORE_UTILIZATION = 40

===== flow/constraint.sdc =====
current_design EX_pipe_stage

set clk_period 435.9
set clk_io_pct 0.2

create_clock -name clk0 -period $clk_period

set non_clock_inputs [all_inputs -no_clocks]
set_input_delay [expr $clk_period * $clk_io_pct] -clock clk0 $non_clock_inputs
set_output_delay [expr $clk_period * $clk_io_pct] -clock clk0 [all_outputs]

===== flow/design.v =====
`timescale 1ns / 1ps
module ALU(
    input [31:0] a,  
    input [31:0] b, 
    input [3:0] alu_control,
    output zero, 
    output reg [31:0] alu_result); 
    wire signed [31:0] signed_a; 
    assign signed_a = a;
 always @(*)
 begin   
      case(alu_control)  
      4'b0000: alu_result = a & b;  
      4'b0001: alu_result = a | b;  
      4'b0010: alu_result = a + b;  
      4'b0100: alu_result = a ^ b;  
      4'b0101: alu_result = a * b;  
      4'b0110: alu_result = a - b;  
      4'b0111: alu_result = (a<b) ? 32'd1 : 32'd0;  
      4'b1000: alu_result = a << b[10:6];  
      4'b1001: alu_result = a >> b[10:6];  
      4'b1010: alu_result = signed_a >>> b[10:6];  
      4'b1011: alu_result = a/b;  
      4'b1100: alu_result = ~(a | b);  
      default: alu_result = a + b;  
      endcase  
 end  
 assign zero = (alu_result==32'd0) ? 1'b1: 1'b0;
endmodule
`timescale 1ns / 1ps
module ALUControl(
    input [1:0] ALUOp, 
    input [5:0] Function,
    output reg[3:0] ALU_Control);  
wire [7:0] ALUControlIn;  
 assign ALUControlIn = {ALUOp,Function};  
 always @(ALUControlIn)  
 casex (ALUControlIn)  
        8'b1x_100100: ALU_Control=4'b0000;  
        8'b10_100101: ALU_Control=4'b0001;  
        8'b00_xxxxxx: ALU_Control=4'b0010; 
        8'b10_100000: ALU_Control=4'b0010;
        8'b10_100010: ALU_Control=4'b0110; 
        8'b10_011000: ALU_Control=4'b0101;
        8'b10_011010: ALU_Control=4'b1011;
        8'b10_100110: ALU_Control=4'b0100;
        8'b10_100111: ALU_Control=4'b1100;
        8'b10_101010: ALU_Control=4'b0111;
        8'b10_000000: ALU_Control=4'b1000;
        8'b10_000010: ALU_Control=4'b1001;
        8'b10_000011: ALU_Control=4'b1010;		
        8'b11_001100: ALU_Control=4'b0000;
        8'b01_xxxxxx: ALU_Control=4'b0110;
  default: ALU_Control=4'b0000;  
  endcase  
 endmodule  
`timescale 1ns / 1ps
module EX_pipe_stage(
    input [31:0] id_ex_instr,
    input [31:0] reg1, reg2,
    input [31:0] id_ex_imm_value,
    input [31:0] ex_mem_alu_result,
    input [31:0] mem_wb_write_back_result,
    input id_ex_alu_src,
    input [1:0] id_ex_alu_op,
    input [1:0] Forward_A, Forward_B,
    output [31:0] alu_in2_out,
    output [31:0] alu_result
    );
    wire [31:0] Forward_A_mux_result;
    wire [31:0] ALU_B_Operand; 
    wire [3:0] ALU_Control;
    wire zero;   
    mux4 #(.mux_width(32)) Forward_A_mux
    (   .a(reg1),
        .b(mem_wb_write_back_result),
        .c(ex_mem_alu_result),
        .d(32'd0),
        .sel(Forward_A),
        .y(Forward_A_mux_result) );
    mux4 #(.mux_width(32)) Forward_B_mux
    (   .a(reg2),
        .b(mem_wb_write_back_result),
        .c(ex_mem_alu_result),
        .d(32'd0),
        .sel(Forward_B),
        .y(alu_in2_out) );    
    mux2 #(.mux_width(32)) id_ex_alu_src_mux
    (   .a(alu_in2_out),
        .b(id_ex_imm_value),
        .sel(id_ex_alu_src),
        .y(ALU_B_Operand) );
    ALUControl ALUControl_inst( .ALUOp(id_ex_alu_op),
                .Function(id_ex_instr[5:0]),
                .ALU_Control(ALU_Control) );  
    ALU alu_inst (
        .a(Forward_A_mux_result),
        .b(ALU_B_Operand),
        .alu_control(ALU_Control),
        .zero(zero),
        .alu_result(alu_result)); 
endmodule
`timescale 1ns / 1ps
module mux2 #(parameter mux_width= 32)
(   input [mux_width-1:0] a,b,
    input sel,
    output [mux_width-1:0] y
    );
    assign y = sel ? b : a;
endmodule
`timescale 1ns / 1ps
module mux4#(parameter mux_width= 32)(
    input [mux_width-1:0] a,b,c,d,
    input [1:0] sel,
    output [mux_width-1:0] y
    );
    assign y = sel[1] ? (sel[0] ? d : c) : (sel[0] ? b : a);
endmodule

==> impl_metrics.yaml <==
# generated from flow reports
yosys:
  synth_cell_types: 113
  yosysCellCount: 7543
  synth.avg_cell_area_um2: 7.06
  synth_area_um2: 53200
  ys_seq_share: 0
  yosys_warnings: 2
  yosysChipArea_um2: 53200
  netlist_instances: 7543
timing:
  timing.hold.ws_ns: 175.34
  worstMarginPinSlew_ns: 1.04
  fin_crit_ns: 267.09
  relSlewSlack: 0.286
  setup_violations: 0
  max_freq_mhz: 3.74
  slew_viol_final: 0
  finalHoldViolCount: 0
  rsz0062_at_grt: "no"
  setup_tns_ns: 0
  fin_ws_ns: 168.81
  min_period_over_period: 0.613
global_route:
  grt_max_degree: 81
  grt_pass1_vias: 54800
  antenna_found_initial: 24
  grt_overflow: 0
  grtUsageTotal: 0.420
  grt_first_pass_wirelength_mm: 398
floorplanning:
  io_pins: 263
  die_y_um: 367
  die-width_um: 367
  core-area_um2: 132000
  die-area_um2: 135000
  initial_core_util: 0.404
  rows: 133
final_layout:
  ff_count: 0
  fillers: 13500
  area.growth.synth_to_final_pct: 10.1
  fin_area_um2: 58600
  drive_above_1_share: 0.0612
  regArea_um2: 0
  nClkBuffers: 0
setup_path:
  crit_type: "primary input to primary output"
  worstPathMaxFanout: 33
  cpPeakStageDelay_ns: 0.85
  critPathArrivalTime_ns: 179.91
  endpoint_kind: "primary output"
  cp_common_cell: "ha_1"
  worst_path_max_delay_cell: "o41a_1"
  setup.worst_path.start_class: "primary input"
  crit_required_ns: 348.72
pwr:
  p_switching_mw: 0.255
  powerDensity_nw_per_um2: 7.16
  peakVddDrop_v: 0.0000312
  intPower_mw: 0.164
  sw_frac_of_total: 0.608
  power_leakage_nw: 28.1
detailed_routing:
  drt-pass1-iter-count: 8
  routed_via_density: 6.20
  wirelength_mm: 280
  routedWlPerCell_um: 29.7
  drtIter0Drc: 5588
  ant_nets: 0
  num_vias: 58600
  drc_errors: 0
place:
  port-buffer-count: 237
  placed_area_um2: 58600
  place_ws_ns: 171.56
  place.gp.congestion: 1.09
  hpwl_mm: 223
clocking:
  postCtsHoldBufs: 0
  cts_setup_buffers: 0
  cts_resized: 0
run:
  drv_cap: 0
  warnings: 126
min_path:
  hold_path.class: "primary input to primary output"
status:
  status: "completed"
## metrics by stage
step / power (mW) / cells / util
after CTS: 0.418 / 9433 / 0.444
after global placement: 0.413 / 9433 / 0.444
after global routing: 0.462 / 9434 / 0.444
final: 0.420 / 9440 / 0.445
after detailed placement: 0.414 / 9433 / 0.444
after floorplan: 0.290 / 7543 / -
## cell usage after synthesis, types with 18 or more instances
library cell / n / area [µm²]
a211o_1: 19 / 166
a211oi_1: 67 / 503
a21boi_0: 27 / 203
a21o_1: 186 / 1400
a21oi_1: 542 / 2710
a221o_1: 27 / 270
a221oi_1: 47 / 412
a22oi_1: 18 / 135
a31oi_1: 96 / 601
and2_1: 43 / 269
and3_1: 62 / 388
buf_1: 45 / 169
clkbuf_1: 258 / 968
fa_1: 410 / 8210
ha_1: 750 / 9380
inv_1: 724 / 2720
mux2_2: 61 / 687
mux2i_1: 128 / 1280
nand2_1: 966 / 3630
nand2b_1: 76 / 475
nand3_1: 151 / 756
nand4_1: 44 / 275
nor2_1: 792 / 2970
nor2b_1: 60 / 375
nor3_1: 170 / 851
nor4_1: 36 / 225
o2111ai_1: 22 / 193
o211ai_1: 77 / 578
o21a_1: 134 / 1010
o21ai_0: 354 / 1770
o21bai_1: 59 / 443
o221ai_1: 27 / 236
o22ai_1: 42 / 263
o31a_1: 20 / 175
o31ai_1: 38 / 285
or2_2: 35 / 219
or3_1: 66 / 413
xnor2_1: 299 / 2620
xor2_1: 176 / 1540
## final cells by class
class                           count  area (µm²)  area share
Multi-Input combinational cell   6470       49500       0.845
Timing Repair Buffer              463        4080      0.0697
Inverter                          745        2800      0.0477
Tap cell                         1755        2200      0.0375
Antenna cell                        7        17.5    0.000299
## worst paths after layout
kind | from | endpoint | slack, ns | depth (start not counted)
max | reg2[31] | alu_result[0] | 168.81 | 323
min | mem_wb_write_back_result[12] | alu_in2_out[12] | 175.34 | 3
## critical path, delay by kind of cell
family	cells	cell delay [ns]
AND-OR/OR-AND	164	48.61
AND/OR/NAND/NOR	91	22.76
adder cells (fa/ha/maj)	31	9.34
buffers and inverters	28	7.78
multiplexers	9	3.97
## metal layers
metal	global-route usage	wire length, µm
met5	0.000712	167
met1	0.613	121000
met2	0.568	109000
met3	0.150	36300
met4	0.159	13800
## power by group through the flow
stage / registers, mW / logic, mW / clock network [mW]
5_1_grt: 0 / 0.462 / 0.000000000313
4_1_cts: 0 / 0.418 / 0
## cells in the final DEF (no fill, tap or decap), types with 176 or more instances in the layout
master / n
a21o_1: 186
a21oi_1: 534
buf_4: 224
clkdlybuf4s50_1: 232
fa_1: 410
ha_1: 750
inv_1: 719
nand2_1: 966
nor2_1: 787
o21ai_0: 350
xnor2_1: 299
xor2_1: 176
## cells by family after synthesis
| kind of cell | share of synthesized area |
|---|---|
| muxes | 0.0380 |
| buffers and inverters | 0.0773 |
| and+or+nand+nor | 0.215 |
| AOI/OAI and AO/OA | 0.261 |
| adders and majority gates | 0.330 |
| xor gates and xnor gates | 0.0782 |
Power and IR drop assume default switching activity.
