<file path="flow/design.v">
`timescale 1ns / 1ps
module ID_pipe_stage(
    input  clk, reset,
    input  [9:0] pc_plus4,
    input  [31:0] instr,
    input  mem_wb_reg_write,
    input  [4:0] mem_wb_write_reg_addr,
    input  [31:0] mem_wb_write_back_data,
    input  Data_Hazard,
    input  Control_Hazard,
    output [31:0] reg1, reg2,
    output [31:0] imm_value,
    output [9:0] branch_address,
    output [9:0] jump_address,
    output branch_taken,
    output [4:0] destination_reg, 
    output mem_to_reg,
    output [1:0] alu_op,
    output mem_read,  
    output mem_write,
    output alu_src,
    output reg_write,
    output jump
    );
    wire reg_dst;
    wire branch;
    wire [6:0] temp_ctrl_mReg_aluO_mRd_mWr_aluS_rWr;
    wire [6:0] ctrl_out;
    wire haz_sel;
    wire eq_test_res; 
	control control_inst(.reset(reset), .opcode(instr[31:26]), 
			     .reg_dst(reg_dst),
			     .mem_to_reg(temp_ctrl_mReg_aluO_mRd_mWr_aluS_rWr[6]),
                             .alu_op(temp_ctrl_mReg_aluO_mRd_mWr_aluS_rWr[5:4]),
			     .mem_read(temp_ctrl_mReg_aluO_mRd_mWr_aluS_rWr[3]),
                             .mem_write(temp_ctrl_mReg_aluO_mRd_mWr_aluS_rWr[2]),
			     .alu_src(temp_ctrl_mReg_aluO_mRd_mWr_aluS_rWr[1]),
                             .reg_write(temp_ctrl_mReg_aluO_mRd_mWr_aluS_rWr[0]),
			     .branch(branch),
                             .jump(jump) );
	assign haz_sel = !Data_Hazard || Control_Hazard;
        mux2 #(.mux_width(12)) ctrl_mux 
       (   .a(temp_ctrl_mReg_aluO_mRd_mWr_aluS_rWr),
           .b(12'b000000000000),
           .sel(haz_sel),
           .y(ctrl_out) );
	assign mem_to_reg = ctrl_out[6];
	assign alu_op = ctrl_out[5:4];
	assign mem_read = ctrl_out[3]; 
	assign mem_write = ctrl_out[2];
	assign alu_src = ctrl_out[1];
	assign reg_write = ctrl_out[0];
	assign jump_address = instr[25:0] << 2;
        sign_extend sign_ex_inst (
            .sign_ex_in(instr[15:0]),
            .sign_ex_out(imm_value)); 
	assign branch_address = (imm_value << 2) + pc_plus4;
        mux2 #(.mux_width(5)) dest_reg_mux 
       (   .a(instr[20:16]),
           .b(instr[15:11]),
           .sel(reg_dst),
           .y(destination_reg) );
	register_file reg_file ( .clk(clk), .reset(reset), .reg_write_en(mem_wb_reg_write),
				 .reg_write_dest(mem_wb_write_reg_addr), 
				 .reg_write_data(mem_wb_write_back_data),
				 .reg_read_addr_1(instr[25:21]),
				 .reg_read_addr_2(instr[20:16]),
				 .reg_read_data_1(reg1),
				 .reg_read_data_2(reg2) );
	assign eq_test_res = (( reg1 ^ reg2 )==32'd0) ? 1'b1 : 1'b0;
	assign branch_taken = eq_test_res & branch;
endmodule
`timescale 1ns / 1ps
module control(
    input reset,
    input[5:0] opcode,  
    output reg reg_dst, mem_to_reg, 
    output reg [1:0] alu_op,  
    output reg mem_read, mem_write, alu_src, reg_write, branch, jump 
    );
always @(*)  
 begin  
      if(reset == 1'b1) begin  
                reg_dst = 1'b0;  
                mem_to_reg = 1'b0;  
                alu_op = 2'b10;  
                mem_read = 1'b0;  
                mem_write = 1'b0;  
                alu_src = 1'b0;  
                reg_write = 1'b0;  
                branch = 1'b0; 
                jump = 1'b0;    
      end  
      else begin  
      casex(opcode)   
      6'b000000: begin  
                reg_dst = 1'b1;  
                mem_to_reg = 1'b0;  
                alu_op = 2'b10;  
                mem_read = 1'b0;  
                mem_write = 1'b0;  
                alu_src = 1'b0;  
                reg_write = 1'b1;
                branch = 1'b0; 
                jump = 1'b0;    
                end
      6'b110000: begin  
                reg_dst = 1'b1;  
                mem_to_reg = 1'b0;  
                alu_op = 2'b10;  
                mem_read = 1'b0;  
                mem_write = 1'b0;  
                alu_src = 1'b1;  
                reg_write = 1'b1;
                branch = 1'b0; 
                jump = 1'b0;    
                end
      6'b001000: begin  
                reg_dst = 1'b0;  
                mem_to_reg = 1'b0;  
                alu_op = 2'b00;  
                mem_read = 1'b0;  
                mem_write = 1'b0;  
                alu_src = 1'b1;  
                reg_write = 1'b1;
                branch = 1'b0; 
                jump = 1'b0;    
                end 
      6'b001xxx: begin  
                reg_dst = 1'b0;  
                mem_to_reg = 1'b0;  
                alu_op = 2'b11;  
                mem_read = 1'b0;  
                mem_write = 1'b0;  
                alu_src = 1'b1;  
                reg_write = 1'b1; 
                branch = 1'b0; 
                jump = 1'b0;   
                end
      6'b100011: begin  
                reg_dst = 1'b0;  
                mem_to_reg = 1'b1;  
                alu_op = 2'b00;    
                mem_read = 1'b1;  
                mem_write = 1'b0;  
                alu_src = 1'b1;  
                reg_write = 1'b1;   
                branch = 1'b0; 
                jump = 1'b0;
                end  
      6'b101011: begin  
                reg_dst = 1'b0;  
                mem_to_reg = 1'b0;  
                alu_op = 2'b00;    
                mem_read = 1'b0;  
                mem_write = 1'b1;  
                alu_src = 1'b1;  
                reg_write = 1'b0;  
                branch = 1'b0; 
                jump = 1'b0;
                end 
       6'b00010x: begin  
                reg_dst = 1'b0;  
                mem_to_reg = 1'b0;  
                alu_op = 2'b01;  
                mem_read = 1'b0;  
                mem_write = 1'b0;  
                alu_src = 1'b0;  
                reg_write = 1'b0;
                branch = 1'b1; 
                jump = 1'b0;    
                end 
       6'b000010: begin  
                reg_dst = 1'b0;  
                mem_to_reg = 1'b0;  
                alu_op = 2'b00;  
                mem_read = 1'b0;  
                mem_write = 1'b0;  
                alu_src = 1'b0;  
                reg_write = 1'b0;
                branch = 1'b0; 
                jump = 1'b1;    
                end 
      endcase  
      end  
 end 
 endmodule 
`timescale 1ns / 1ps
module mux2 #(parameter mux_width= 32)
(   input [mux_width-1:0] a,b,
    input sel,
    output [mux_width-1:0] y
    );
    assign y = sel ? b : a;
endmodule
`timescale 1ns / 1ps
module register_file(
    input clk, reset,  
    input reg_write_en,  
    input [4:0] reg_write_dest,  
    input [31:0] reg_write_data,
    input [4:0] reg_read_addr_1, 
    input [4:0] reg_read_addr_2,  
    output [31:0] reg_read_data_1,  
    output [31:0] reg_read_data_2 
    );
    reg [31:0] reg_array [31:0];  
    always @ (negedge clk ) begin  
           if(reset) begin  
                reg_array[0] <= 32'b0;  
                reg_array[1] <= 32'b0;  
                reg_array[2] <= 32'b0;  
                reg_array[3] <= 32'b0;  
                reg_array[4] <= 32'b0;  
                reg_array[5] <= 32'b0;  
                reg_array[6] <= 32'b0;  
                reg_array[7] <= 32'b0; 
                reg_array[8] <= 32'b0;  
                reg_array[9] <= 32'b0;  
                reg_array[10] <= 32'b0;  
                reg_array[11] <= 32'b0;  
                reg_array[12] <= 32'b0;  
                reg_array[13] <= 32'b0;  
                reg_array[14] <= 32'b0;  
                reg_array[15] <= 32'b0;
                reg_array[16] <= 32'b0;  
                reg_array[17] <= 32'b0; 
                reg_array[18] <= 32'b0;  
                reg_array[19] <= 32'b0;  
                reg_array[20] <= 32'b0; 
                reg_array[21] <= 32'b0;  
                reg_array[22] <= 32'b0;  
                reg_array[23] <= 32'b0;  
                reg_array[24] <= 32'b0;  
                reg_array[25] <= 32'b0;  
                reg_array[26] <= 32'b0;  
                reg_array[27] <= 32'b0; 
                reg_array[28] <= 32'b0;  
                reg_array[29] <= 32'b0;  
                reg_array[30] <= 32'b0;  
                reg_array[31] <= 32'b0;     
           end  
           else begin  
                if(reg_write_en) begin  
                     reg_array[reg_write_dest] <= reg_write_data;  
                end  
           end  
      end  
      assign reg_read_data_1 = ( reg_read_addr_1 == 0)? 32'b0 : reg_array[reg_read_addr_1];  
      assign reg_read_data_2 = ( reg_read_addr_2 == 0)? 32'b0 : reg_array[reg_read_addr_2];  
endmodule
`timescale 1ns / 1ps
module sign_extend(
    input [15:0] sign_ex_in,
    output reg [31:0] sign_ex_out
    );
    always @(*) begin
        sign_ex_out = { {16{sign_ex_in[15]}}, sign_ex_in[15:0] };
    end
endmodule
</file>
<file path="flow/run.sh">
#!/bin/bash
# OpenROAD 26Q1-2900-gdf79404cd8, Yosys 0.63+post, stock flow scripts
make -C /OpenROAD-flow-scripts/flow DESIGN_CONFIG=/design/flow/config.mk WORK_HOME=/design/flow/orfs finish
</file>
<file path="flow/config.mk">
export PLATFORM = sky130hd
export DESIGN_NAME = ID_pipe_stage
export DESIGN_NICKNAME = ID_pipe_stage
export VERILOG_FILES = /design/flow/design.v
export SDC_FILE = /design/flow/constraint.sdc
export NUM_CORES = 4
export LEC_CHECK = 1
export CORE_UTILIZATION = 50
</file>
<file path="flow/constraint.sdc">
current_design ID_pipe_stage

set clk_period 11.7
set clk_io_pct 0.2

create_clock -name clk0 -period $clk_period [get_ports {clk}]

set non_clock_inputs [all_inputs -no_clocks]
set_input_delay [expr $clk_period * $clk_io_pct] -clock clk0 $non_clock_inputs
set_output_delay [expr $clk_period * $clk_io_pct] -clock clk0 [all_outputs]
</file>
==> Changelog: implementation <==
## Implementation

- Placed cell area: between 60,000 and 70,000 um2
- Final Max Tran Viols: 0
- Most used flip-flop cell: edfxtp_1
- Worst Path Max Fanout: 2
- Slew HR: 35.5%
- Ports: around 210
- Post-synth cell types: roughly 66
- Fin. Hold Viols: 0
- Comb area leader: multiplexers
- GRT Total Usage: 42.8%
- Delay-heaviest family, CP: simple AND/OR/NAND/NOR gates
- Routed wire length: approximately 210,000 um
- Commonest Layout Cell: inv_1
- Status: finished, violations left
- # DRC: 0
- Chip height: 336 um
- Hold-fix buffers, CTS: 0
- CTS root buf: clkbuf_16
- Via count: approximately 40,000
- Fill count: around 8,000
- Hold Crit Class: primary input to output pin
- Crit-path slowest cell: mux4_2
- Non-Filler Instances: ~6,500
- Most frequent CP cell: buf_4
- Share of cells above drive strength 1: 20.7%
- CP peak stage delay: between 400 and 500 ps
- Post-DRT Antenna Nets: 0
- Post-synth EDFFs: about 1,000
- Synthesis area per yosys: approximately 56,000 um2
- Dpl cells: 5,212
- Worst-path clk slew: roughly 30 ps
- Commonest cells after routing, fill and taps aside: inv_1, and2_1, edfxtp_1, mux4_2, clkdlybuf4s50_1
- Init Core Util: between 50% and 60%
- Log Warnings: 1,029
- Core region area: 111,000 um2
- Crit-path cells: mux4_2, a22oi_1, a31oi_1, xnor2_1, buf_4, nand4_1, nor4_4, buf_4, and4b_2, buf_2
- Failing checks: negative setup slack
- Vias per inst: a little over 6
- Layout area overhead: 21.8%
- Final cell utilization of the core: between 60 and 70%
- Mapped Cells: roughly 3,700
- Mapped Area: around 56,000 um2
- PortBufs: roughly 200
- Combinational Area: 23,300 um2
- CTS tree: built
- Fraction of registers with async set/reset: 0%
- Synth Area per Inst: 15.0 um2
- First-pass GRT wire length: ~300,000 um
- Setup TNS: -328 ps
- Initial antenna violation count: 15
- Synth Area in Compound Gates: 4.38%
- RSZ-0062 raised after global routing: yes
- WS Path Type: flop to output pin
- Design area: between 60,000 and 70,000 um2
- CP endpoint kind: output pin
- Max IR drop VDD: ~130 uV
- Num CTS Buffers: 120
- Wirelength per Cell: 33.2 um
- Total grt overflow: 0
- H-tree depth: 3
- Crit path DRT: around 9400 ps
- Clk buf depth: 3
- Xor/xnor share: 0.611%
- MUX area fraction: 22.2%
- Final Setup Violations: 1
- # rows: 122
- Initial DRC Count: ~2,500
- Simple-gate portion of the synthesized area: 13.4%
- Register pins left without a clock: 9
- WP data arrival: between 9000 and 10,000 ps
- Yosys cell count: approximately 3,700
- Yosys Warn Count: 5
- Flop and latch count out of synthesis: ~1,000
- Sequential cell area: between 30,000 and 40,000 um2
- Place WS: -351 ps
- Least-Margin Pin Slew: 964 ps
- Dpl hpwl: ~120,000 um
- Die X: roughly 340 um
- Pleak: ~28 nW
- Largest net degree at the start of global routing: around 81
- Routability cong.: roughly 0.92
- Startpoint types: flop
- Post-route setup slack: -328 ps
- Final Power: around 11 mW
- Number of global-route vias before repair: around 45,000
- Chip area: 113,000 um2
- Critical path buffer and inverter count: 3
- Endpoints left unconstrained: 10
- First-pass DRT Iterations: 5
- Max cap viols: 0
- Power density over cell area: between 150 and 200 nW/um2
- Tightest hold margin: 4680 ps
- Adder Area Share: less than 1%
area by class of cell:
| type | count | share of cell area, % |
|---|---|---|
| Multi-Input combinational cell | 2253 | 34.2 |
| Inverter | 15 | 0.0827 |
| Clock buffer | 121 | 4.45 |
| Timing Repair Buffer | 425 | 6.14 |
| Sequential cell | 1033 | 45.3 |
| Clock inverter | 1116 | 7.03 |
| Tap cell | 1488 | 2.73 |
| Antenna cell | 7 | 0.0257 |
power by group:
group | leakage (nW) | internal, mW | switching, mW
combinational | 10.6 | 0.592 | 0.735
sequential | 9.81 | 4.27 | 0.0933
clock | 7.42 | 2.76 | 2.41
kinds of logic (layout without fill, tap and decap cells):
kind of cell / count (synthesis) / count (layout)
adders and majority gates: 8 / 8
buffers and inverters: 451 / 1677
DFF: 1024 / 1024
and+or+nand+nor: 1234 / 1234
AOI/OAI and AO/OA: 327 / 327
other: 1 / 9
muxes: 643 / 643
xor gates and xnor gates: 39 / 39
latches: 9 / 9
path summary, 6_finish.rpt:
kind / from / slack, ps / end / cells past startpoint
hold / removal: pc_plus4[0] / 4680 / branch_address[0] / 0
setup / recovery: reg_file.reg_array[19][9]$_SDFFCE_NN0P_ / -330 / branch_taken / 10
sequential cells by signal (all words and copies together) (netlist names):
signal                  cells
control_inst.alu_op         2
control_inst.alu_src        1
control_inst.branch         1
control_inst.jump           1
control_inst.mem_read       1
control_inst.mem_write      1
control_inst.reg_dst        1
control_inst.reg_write      1
reg_file.reg_array       1024
what timing repair did:
item                       CTS  global route
resized                     32             3
pin swaps                   17             6
setup endpoints to repair    1             1
buffers inserted             3             0
gates cloned                 0             0
synthesized netlist by cell type (4+ instances only):
cell type | number | share of area (%)
edfxtp_1 | 1024 | 55
nor3_1 | 22 | 0.20
a31oi_1 | 9 | 0.10
inv_1 | 14 | 0.094
a21oi_1 | 45 | 0.40
mux4_2 | 474 | 19
mux2i_1 | 141 | 2.5
nor2b_1 | 11 | 0.12
a211oi_1 | 33 | 0.44
buf_2 | 55 | 0.49
mux2_2 | 27 | 0.54
nor2_1 | 52 | 0.35
buf_4 | 94 | 1.3
a22oi_1 | 65 | 0.87
or2_2 | 32 | 0.36
xor2_1 | 13 | 0.20
clkbuf_1 | 262 | 1.8
nand3b_1 | 6 | 0.081
o21ai_0 | 7 | 0.063
buf_6 | 15 | 0.30
o221ai_1 | 48 | 0.75
a22o_1 | 23 | 0.36
o21ai_1 | 5 | 0.045
nand2_1 | 37 | 0.25
and2_1 | 1035 | 12
a211o_1 | 10 | 0.16
xnor2_1 | 26 | 0.41
and3_1 | 4 | 0.045
o211ai_1 | 5 | 0.067
a21o_1 | 5 | 0.067
dlxtn_1 | 9 | 0.24
a221oi_1 | 34 | 0.53
a221o_1 | 4 | 0.072
o22ai_1 | 15 | 0.17
or3_1 | 7 | 0.078
buf_1 | 8 | 0.054
ha_1 | 7 | 0.16
nand2b_1 | 8 | 0.089
per-layer routing:
| metal | vias up | global-route usage (%) | wire (um) |
|---|---|---|---|
| li1 | 16600 | - | - |
| met4 | 46 | 21.5 | 11400 |
| met3 | 676 | 39.6 | 43800 |
| met1 | 19100 | 45.6 | 62600 |
| met2 | 3516 | 56.5 | 95500 |
| met5 | - | 6.17 | 951 |
Power is estimated from default activity; no workload was simulated.
